==> /design/flow/design.v <==
`timescale 1ns / 1ps
module RegisterFile(
    input CLK, WrRegDSrc,
    input [31:0] PC_add_4,
    input [1:0] RegDst,
    input RegWre,
    input [4:0] rs, rt, rd,
    input [31:0] drDB,
    output reg [31:0] Data1, Data2,
    output [31:0] writeData
);
    reg [4:0] writeReg;  
    always @(*) begin
        case (RegDst)
            2'b01: writeReg = rt;
            2'b10: writeReg = rd;
            2'b00: writeReg = 5'b11111;  
            default: writeReg = 5'b00000;
        endcase
    end
    assign writeData = WrRegDSrc ? drDB : PC_add_4;
    reg [31:0] register[0:31];
    integer i;
    initial begin
        for (i = 0; i < 32; i = i + 1) 
            register[i] = 32'b0;  
    end
    always @(*) begin
        Data1 = register[rs];
        Data2 = register[rt];
    end
    always @(CLK) begin
        if (CLK==0 && RegWre && (writeReg != 5'b00000)&&(writeReg!=5'b11111))  
                register[writeReg] <= writeData;                         
        else if(CLK==1 && RegWre && WrRegDSrc==0 && (writeReg != 5'b00000))   
                register[writeReg] <= writeData;
    end
endmodule
==> /design/flow/run.sh <==
#!/bin/bash
# OpenROAD 26Q1-2900-gdf79404cd8, Yosys 0.63+post, stock flow scripts
make -C /OpenROAD-flow-scripts/flow DESIGN_CONFIG=/design/flow/config.mk WORK_HOME=/design/flow/orfs finish
==> /design/flow/config.mk <==
export PLATFORM = sky130hd
export DESIGN_NAME = RegisterFile
export DESIGN_NICKNAME = RegisterFile
export VERILOG_FILES = /design/flow/design.v
export SDC_FILE = /design/flow/constraint.sdc
export NUM_CORES = 4
export LEC_CHECK = 1
export CORE_UTILIZATION = 50
==> /design/flow/constraint.sdc <==
current_design RegisterFile

set clk_period 6.9
set clk_io_pct 0.2

create_clock -name clk0 -period $clk_period

set non_clock_inputs [all_inputs -no_clocks]
set_input_delay [expr $clk_period * $clk_io_pct] -clock clk0 $non_clock_inputs
set_output_delay [expr $clk_period * $clk_io_pct] -clock clk0 [all_outputs]
==> run notes <==
Synthesis and place-and-route results.

- The flow ran to the end, but the final reports show violations.
- The checks that failed: antenna violations.
- The cell type contributing the most total cell area after synthesis is dlxtn_1.
- Of the total synthesized cell area, the portion taken by AND, OR, NAND and NOR gates is 12.6%.
- The synthesized instance count is 3173.
- The multi-input combinational cell area is 0.0134 mm^2.
- The die area is approximately 0.060 mm^2.
- The count of endpoints without a timing constraint is about 1000.
- The synthesized area per cell is approximately 9 um^2.
- Per the post-route antenna check, the number of violating nets is 1.
- The routed design could run at a clock period as short as 6710 ps.
- The post-route worst setup slack is 192 ps.
- The first-pass GRT wire length is 262000 um.
- For the pin with the worst max-slew slack, the measured transition is around 1200 ps.
- The area overhead of the layout relative to synthesis is 14.9%.
- The floorplan step defined a core boundary enclosing 0.0578 mm^2.
- According to the floorplan report, the die width is between 200 and 250 um.
- After detailed routing, the number of vias per cell comes to around 8.4.
- The register cell area after layout is 0.0154 mm^2.
- The number of vias after detailed routing is approximately 35000.
- The async set or reset register ratio after synthesis is 0%.
- Per the final layout report, the fraction of cells sized above drive strength 1 comes to 11.9%.
- Hold repair after CTS inserted 0 buffers.
- The number of core rows is 88.
- The number of global-route vias before repair is 33200.
- The most flop-heavy register is register.
- The area reported by Yosys stat is 0.0293 mm^2.
- The synthesized netlist devotes 0% of its cell area to adder and majority cells.
- The switching fraction of total power is around half.
- The total negative slack for setup checks is 0 ps.
- In the hold timing report, the worst path depth is 4.
- Dividing the detail-routed wire length by the instance count gives 46.6 um.
- The count of input and output buffers is 180.
- The post-synthesis mux area share is around 3.3%.
- The number of storage elements in the synthesis netlist is a little over 1000.
- Once placement finished, the instance area stood at ~0.034 mm^2.
- The share of Yosys cell area claimed by the top area cell type is 52.5%.
- The pin count of the biggest net entering global routing is 39.
- The smallest hold slack is 3980 ps.
- The type of element launching the critical path is an input port.
- The total congestion overflow after global routing is 0.
- In this run the static leakage power is 14.5 nW.
- The final instance area is 0.0337 mm^2.
- According to the timing report, the data required time at the worst endpoint equals 5520 ps.
- The first-pass detailed-route iteration total is 14.
- The count of distinct cell types in the synthesized netlist is 73.
- The internal portion of total power is 1.07 mW.
- In the setup report, the worst path falls into the class in -> out.
- The script extracted a net switching power of 1.03 mW.
- Per the finish-stage timing summary, setup violations number 0.
- The number of fillers in the final layout is 4903.
- The height of the chip is 244 um.
- Setup repair after global routing left no endpoint under its margin.
- The sum of routed wire length over all layers is 195000 um.
- The worst-case vdd ir drop is between 0.06 and 0.07 mV.
- The post-CTS repair timing setup buffer count is 0.
- In the finished design, the share of the clock period the worst path needs comes to 97.2%.
- The completed layout was analyzed and its total power is roughly 2.1 mW.
- The floorplan step records an initial core utilization of 50.7%.
- The detailed router's first-iteration violation count is 5732.
- The cell count in the Yosys report is 3173.
- Headroom to the max-slew limit came out at 19.9%.
- After Yosys synthesis, AND-OR and OR-AND compound gates account for 27.9% of the synthesized area.
- The total power divided by cell area is 62.3 mW/mm^2.
- The warning total across the stage logs is 32.
- The warning tally printed by Yosys for this design is 2.
- The top achievable clock speed is 149 MHz.
- Of all nets on the critical path, the largest fanout is 22.
- In the post-synthesis netlist, the biggest area contributors are dlxtn_1 52%, a22oi_1 19%, nand2_1 2.8%.
- Leaving out fill and tap cells, the most frequent cells in the layout are 1024 x dlxtn_1, 726 x a22oi_1, 202 x buf_4.
- Before CTS, the worst setup slack after placement is between 600 and 700 ps.
- The number of max-slew violations in the final report is 0.
- The last weighted congestion value of the routability-driven placer is around 1.1.
- The register with the most flip-flops in the layout has approximately 1000 of them.
- STA classifies the critical path endpoint as an output pin.
- The cell-mix breakdown from Yosys lists the XOR/XNOR area share as 0%.
- The DRC violation count after routing is 0.
- The combined global-route utilization of all metal layers is 67.1%.
- The synthesized area is 0.0293 mm^2.
- The count of pins on the block boundary is 180.
- The data arrival time at the worst-slack endpoint is between 5000 and 6000 ps.
- Per the final timing report, the hold violations number 0.
- The sum of net half-perimeters after detailed placement is 115000 um.
- The report lists the number of cells resized after CTS as 0.
- Yosys mapped a number of flops with a built-in enable equal to 0.
- The count of unclocked register or latch pins is 1024.
- The synthesis run identifies the leading combinational cell family as AND-OR/OR-AND gates.
- The number of maximum-capacitance violations recorded for the run is 0.
- The number of antenna violations at the first check in global routing is 32.
- The most critical min-delay path falls under in -> out.
- The registers reported with the highest flop counts are register x1024.
- The most common logic cell in the final layout is dlxtn_1.
- The predominant post-synthesis flop cell is dlxtn_1.
stage by stage:
step | instances | util [%]
2_1_floorplan | 3204 | -
3_3_place_gp | 4153 | 58.1
3_5_place_dp | 4153 | 58.1
4_1_cts | 4153 | 58.1
5_1_grt | 4162 | 58.2
6_report | 4193 | 58.3
final cells by class:
class                           count  area share [%]
Sequential cell                  1024            45.6
Tap cell                          765            2.84
Timing Repair Buffer              408            11.2
Multi-Input combinational cell   1942            39.8
Inverter                           14           0.156
Antenna cell                       40           0.297
path summary, 6_finish.rpt:
path / to / startpoint / slack [ps]
setup / recovery: Data1[13] / rs[1] / 190
hold / removal: Data1[29] / rs[4] / 3980
worst max-delay path, cell delays in order:
cell,delay [ps]
buf_2,620
nand3b_1,610
nor2_4,940
buf_4,410
a22o_1,170
a2111oi_0,70
a31oi_1,520
clkdlybuf4s50_1,580
routing by layer:
| layer | part of all wire (%) | track usage (%) | vias up |
|---|---|---|---|
| met5 | 0.66 | 15.9 | - |
| met1 | 31 | 73.7 | 15900 |
| li1 | - | - | 12700 |
| met3 | 21 | 56.1 | 1994 |
| met2 | 35 | 81.2 | 4593 |
| met4 | 12 | 51.1 | 59 |
cells by family (layout without fill, tap and decap cells):
kind of cell,count (synthesis),in the layout
AND/OR/NAND/NOR,740,740
multiplexers,88,88
AND-OR/OR-AND,1082,1082
other,1,72
latches,1024,1024
buffers and inverters,238,422
synthesized netlist by cell type (all sizes together) (8+ instances only):
| library cell | number |
|---|---|
| nor4 | 27 |
| mux2i | 31 |
| dlxtn | 1024 |
| a222oi | 23 |
| nand3b | 10 |
| nor2 | 162 |
| clkbuf | 83 |
| and3 | 10 |
| nand2 | 221 |
| o22ai | 12 |
| a22oi | 727 |
| a221oi | 38 |
| nand3 | 59 |
| and2 | 11 |
| a22o | 54 |
| mux2 | 57 |
| nand2b | 11 |
| o21ai | 26 |
| nor3 | 57 |
| or3 | 14 |
| nor2b | 20 |
| a2111oi | 11 |
| a31oi | 24 |
| a32oi | 15 |
| inv | 13 |
| buf | 141 |
| nand4 | 101 |
| a32o | 9 |
| a211oi | 8 |
| and4 | 14 |
| a21oi | 69 |
| o32a | 23 |
Power and IR drop assume default switching activity.
