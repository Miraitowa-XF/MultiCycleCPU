**/design/flow/config.mk**
```make
export PLATFORM = sky130hd
export DESIGN_NAME = ControlUnit
export DESIGN_NICKNAME = ControlUnit
export VERILOG_FILES = /design/flow/design.v
export SDC_FILE = /design/flow/constraint.sdc
export NUM_CORES = 4
export LEC_CHECK = 1
export CORE_AREA = 10 10 78 78
export DIE_AREA = 0 0 88 88
```
**/design/flow/constraint.sdc**
```tcl
current_design ControlUnit

set clk_period 3.9
set clk_io_pct 0.2

create_clock -name clk0 -period $clk_period

set non_clock_inputs [all_inputs -no_clocks]
set_input_delay [expr $clk_period * $clk_io_pct] -clock clk0 $non_clock_inputs
set_output_delay [expr $clk_period * $clk_io_pct] -clock clk0 [all_outputs]
```
**/design/flow/design.v**
```verilog
`timescale 1ns / 1ps
module ControlUnit(
    input [2:0] state,
    input [5:0] OpCode,
    input [5:0] func,
    input zero,
    input sign,
    output reg IRWre,    
    output reg PCWre,
    output reg ALUSrcA, 
    output reg ALUSrcB,
    output reg DBDataSrc,   
    output reg WrRegDSrc,  
    output reg InsMemRW,
    output reg RD,
    output reg WR,
    output reg ExtSel,    
    output reg [1:0] RegDst,  
    output reg [1:0] PCSrc,   
    output reg [2:0] ALUOp,    
    output reg RegWre
);
    parameter [2:0] IF = 3'b000,
    ID = 3'b001, EXE1 = 3'b110,
    EXE2 = 3'b101, EXE3 = 3'b010,
    WB1 = 3'b111, WB2 = 3'b100,
    MEM = 3'b011;    
    always @(state) begin
        DBDataSrc = (OpCode == 6'b100011) ? 1 : 0;  
        WrRegDSrc = (OpCode == 6'b000011) ? 0 : 1;  
        ExtSel=(OpCode==6'b001100||OpCode==6'b001110||OpCode==6'b001101)?0:1;  
        PCSrc[1]=((OpCode==6'b000000&&func==6'b001000)||OpCode==6'b000010||OpCode==6'b000011)?1:0;  
        PCSrc[0]=((OpCode==6'b000100&&zero==1)||(OpCode==6'b000101&&zero==0)||(OpCode==6'b000001&&sign==1)||OpCode==6'b000010||OpCode==6'b000011)?1:0;  
        RegDst[1]=((OpCode==6'b000000&&func==6'b100000)||(OpCode==6'b000000&&func==6'b100010)||(OpCode==6'b000000&&func==6'b100100)||(OpCode==6'b000000&&func==6'b101010)||(OpCode==6'b000000&&func==6'b000000))?1:0;  
        RegDst[0]=((OpCode==6'b000000&&func==6'b100000)||(OpCode==6'b000000&&func==6'b100010)||(OpCode==6'b000000&&func==6'b100100)||(OpCode==6'b000000&&func==6'b101010)||(OpCode==6'b000000&&func==6'b000000)||OpCode==6'b000011)?0:1;  
        if(state==EXE1||state==EXE2||state==EXE3)begin
            ALUSrcA=(OpCode==6'b000000&&func==6'b000000)?1:0;  
            ALUSrcB=(OpCode==6'b001001||OpCode==6'b001100||OpCode==6'b001101||OpCode==6'b001110||OpCode==6'b001010||OpCode==6'b101011||OpCode==6'b100011)?1:0;   
            ALUOp[2]=(OpCode==6'b001100||(OpCode==6'b000000&&func==6'b100100)||OpCode==6'b001010||OpCode==6'b001110||(OpCode==6'b000000&&func==6'b101010))?1:0;
            ALUOp[1]=(OpCode == 6'b001101 || OpCode == 6'b001010 || (OpCode == 6'b000000 && func == 6'b100101) || (OpCode == 6'b000000 && func == 6'b000000)||OpCode==6'b001110||(OpCode==6'b000000&&func==6'b101010)) ? 1 : 0;
            ALUOp[0]=((OpCode == 6'b000000 && func == 6'b100010) || OpCode == 6'b001101 || (OpCode == 6'b000000 && func == 6'b100101) || OpCode == 6'b000001 || OpCode == 6'b000101 || OpCode == 6'b000100 ||OpCode==6'b001110 ) ? 1 : 0;
        end
        if(state==IF)begin
            if(OpCode!=6'b111111)
                PCWre=1;
            else PCWre=0;
        end
        else begin
            PCWre=0;
        end
        InsMemRW=1;
        if(state==ID)
            IRWre=1;
        else IRWre=0;
        if(state==MEM)begin
            RD=(OpCode==6'b100011)?1:0;   
            WR=(OpCode==6'b101011)?1:0;   
        end
        else begin
            RD=0;
            WR=0;
        end
        if(state==WB1||state==WB2)
            RegWre=(OpCode==6'b000100||OpCode==6'b000101||OpCode==6'b000001||OpCode==6'b000010||OpCode==6'b101011||(OpCode==6'b000000&&func==6'b001000)||OpCode==6'b111111)?0:1;  
        else if (OpCode==6'b000011 && state==IF)    
            RegWre=1;
        else RegWre=0; 
    end
endmodule
```
**/design/flow/run.sh**
```bash
#!/bin/bash
# OpenROAD 26Q1-2900-gdf79404cd8, Yosys 0.63+post, stock flow scripts
make -C /OpenROAD-flow-scripts/flow DESIGN_CONFIG=/design/flow/config.mk WORK_HOME=/design/flow/orfs finish
```
==> results.toml <==
# yosys + openroad results
[global_route]
grt_max_degree = 12
grt_pass1_wl_um = 3330
grt.total_usage_pct = 5.12
grt_pass1_vias = 744
grt-ovfl-total = 0
antenna_found_initial = 0

[yosys]
async_flop_share_pct = 0
synth_flop_count = 5
yosys_area_um2 = 607
flop_cell = "dlxtp_1"
synth_cells = 97
avgSynthCellArea_um2 = 6.26
yosysWarnings = 1
synth-cells-yosys = 97
edf_count = 0
synth_cell_types = 39
synthesis.area_um2 = 607

[hold_path]
hp-start = "state[2]"
hp-class = "primary input to output pin"

[detailed_routing]
drc = 0
ant_nets = 0
wl_um = 2120
route.vias.total = 763
firstDrtPassIters = 4
wire_per_inst_um = 11.9
drtIter0Drc = 32
n_antenna_cell = 0
viasPerCell = 4.29

[worst_setup_path]
crit_family = "buffers and inverters"
startpoint = "OpCode[5]"
crit_slowest_cell = "clkdlybuf4s50_1"
worst-setup-path-type = "primary input to output pin"
crit_top_cell = "clkdlybuf4s50_1"
max_stage_delay_ns = 0.55
cp_num_buf_inv = 2
cp_max_fo = 9
required_ns = 3.12
worst-endpoint-arrival_ns = 2.64
worstPathCellList = "clkdlybuf4s50_1 > nor3_1 > nand3_1 > o21a_1 > clkdlybuf4s50_1"
start_kind = "primary input"
endpoint_kind = "output pin"

[clock_tree]
ctsResizeCount = 0
cts_hold_buffers = 0
post_cts_buffers = 0

[pwr]
switching_power_w = 0.0000338
seqPwrFrac_pct = 4.8
p_int_w = 0.0000407
cellLeakagePower_nw = 0.334
p_total_w = 0.0000744
combPwrFrac_pct = 95.2
clockPowerShare_pct = 0
powerDensity_nw_per_um2 = 75.1
netSwitchingFraction_pct = 45.3
peakVddDrop_mv = 0.0283

[finish]
fin_area_um2 = 991
final_cells = 178
drive_above_1_share_pct = 6.35
area_delta_synth_final_pct = 63.3

[timing]
untimed_endpoints = 10
grt_setup_unrepaired = "no"
maxSlewViolCount = 0
min_period_over_period_pct = 87.6
fin_ws_ns = 0.484
hold_viol = 0
unclocked_pins = 5
min_period_ns = 3.42
timing.fmax_ghz = 0.293
setup_viol = 0
final.setup.tns_ns = 0

[outcome]
status = "completed"

[place]
gp_congestion = 0.887
dpl.hpwl_um = 1860
postPlaceCellArea_um2 = 991
numPortBuffers = 34
dp_slack_ns = 0.446
dp.cells = 178

[floorplan]
die-area_um2 = 7740
die_w_um = 88
core_um2 = 4410
rows = 24
die_y_um = 88
fp_util_pct = 13.7
io_pins = 35

[job]
drv_cap = 0
warnings = 32
==> worst paths after layout <==
kind	endpoint	cells past startpoint	slack, ns
min	IRWre	3	2.58
max	RegDst[0]	5	0.48
==> state kept, by name, summed over array words and instances, names as in the netlist <==
signal,cells
ALUSrcA,1
ALUSrcB,1
ALUOp,3
==> kinds of logic after synthesis <==
family / synth area share [%]
latches: 12.4
AND-OR/OR-AND: 19.2
buffers and inverters: 9.69
XOR/XNOR: 2.89
multiplexers: 1.65
AND/OR/NAND/NOR: 53.6
other: 0.618
==> per-stage QoR <==
stage          util [%]  hold slack [ns]
2_1_floorplan         -             1.57
3_3_place_gp       22.4             2.58
3_5_place_dp       22.4             2.58
4_1_cts            22.4             2.58
5_1_grt            22.4             2.62
6_report           22.4             2.58
==> tightest hold or removal path: stages <==
cell,delay [ns]
clkdlybuf4s50_1,0.53
nor3b_1,0.07
clkdlybuf4s50_1,0.41
==> placed cells by master, fill, tap and decap left out, drive strengths merged, types with 2 or more instances in the layout <==
cell type | Yosys | routed
a31oi | 2 | 2
buf | 6 | 4
nand2b | 3 | 3
nand4 | 4 | 4
nor2 | 14 | 14
clkdlybuf4s50 | 0 | 34
dlxtp | 5 | 5
nor3 | 6 | 6
o21ai | 2 | 2
inv | 2 | 2
xnor2 | 2 | 2
nand3 | 7 | 7
nor2b | 2 | 2
nor3b | 3 | 3
nor4 | 4 | 4
a21oi | 4 | 4
nand2 | 8 | 8
o22ai | 3 | 3
==> Yosys cell counts (2+ instances only) <==
master / instances / share of area (%)
buf_4: 2 / 2.5
o22ai_1: 3 / 3.1
nor4_1: 3 / 3.1
nor3_1: 6 / 4.9
clkbuf_1: 3 / 1.9
nand3_1: 7 / 5.8
a21oi_1: 4 / 3.3
dlxtp_1: 5 / 12
nor3b_1: 3 / 3.7
nor2_1: 14 / 8.7
xnor2_1: 2 / 2.9
o21ai_0: 2 / 1.6
a31oi_1: 2 / 2.1
inv_1: 2 / 1.2
nor2b_1: 2 / 2.1
nand4_1: 4 / 4.1
nand2_1: 8 / 4.9
buf_2: 2 / 1.6
nand2b_1: 3 / 3.1
==> layout make-up <==
class | instances | area, um^2
Fill cell | 472 | 3420
Multi-Input combinational cell | 81 | 473
Timing Repair Buffer | 38 | 370
Sequential cell | 5 | 75.1
Tap cell | 52 | 65.1
Inverter | 2 | 7.51
==> power by group through the flow <==
stage | clock (W) | combinational (W) | sequential [W]
finish | 0 | 0.0000708 | 0.00000360
global route | 0 | 0.0000791 | 0.00000367
CTS | 0 | 0.0000715 | 0.00000361
==> per-layer routing <==
layer / GRT usage (%) / wire [um]
met4: 1.30 / 50
met5: 0 / 0
met1: 6.70 / 933
met3: 1.12 / 107
met2: 8.33 / 1030
Power is estimated from default activity; no workload was simulated.
