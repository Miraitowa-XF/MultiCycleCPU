File: design.v
`timescale 1ns / 1ps
module PC(
    input CLK, Reset, PCWre,
    input [1:0] PCSrc, 
    input signed [15:0] Immediate,    
    input [31:0] dataFromRs,    
    input [31:0] JumpPC,    
    output reg signed [31:0] Address,    
    output reg [31:0] nextPC,
    output [31:0] PC_add_4,    
    output [3:0] PC4    
 );
 always @(*) begin
     if(PCSrc==2'b11)   
         nextPC = JumpPC;
     else if(PCSrc==2'b01)   
         nextPC = Address + 4 + (Immediate << 2);
     else if(PCSrc==2'b10)   
         nextPC = dataFromRs;
     else nextPC = Address+4;
 end
 assign PC_add_4 = Address + 4;
 assign PC4 = Address[31:28];
always @(posedge CLK or negedge Reset) begin     
    if(Reset == 0)
        Address = 0;
    else if(PCWre) begin 
        if(PCSrc==2'b11)   
            Address <= JumpPC;
        else if(PCSrc==2'b01)   
            Address <= Address + 4 + (Immediate << 2);
        else if(PCSrc==2'b10)   
            Address <= dataFromRs;
        else Address = Address+4; 
    end
 end
 endmodule
File: run.sh
#!/bin/bash
# OpenROAD 26Q1-2900-gdf79404cd8, Yosys 0.63+post, stock flow scripts
make -C /OpenROAD-flow-scripts/flow DESIGN_CONFIG=/design/flow/config.mk WORK_HOME=/design/flow/orfs finish
File: config.mk
export PLATFORM = sky130hd
export DESIGN_NAME = PC
export DESIGN_NICKNAME = PC
export VERILOG_FILES = /design/flow/design.v
export SDC_FILE = /design/flow/constraint.sdc
export NUM_CORES = 4
export LEC_CHECK = 1
export CORE_UTILIZATION = 50
File: constraint.sdc
current_design PC

set clk_period 13.0
set clk_io_pct 0.2

create_clock -name clk0 -period $clk_period [get_ports {CLK}]

set non_clock_inputs [all_inputs -no_clocks]
set_input_delay [expr $clk_period * $clk_io_pct] -clock clk0 $non_clock_inputs
set_output_delay [expr $clk_period * $clk_io_pct] -clock clk0 [all_outputs]
==> notes.org <==
#+TITLE: Implementation results

** Logic synthesis
- Synthesis inferred 32 register bits.
- The cell area that synthesis handed to floorplanning was 4320 um^2.
- The area recorded from the Yosys report for this design is 4320 um^2.
- Among all flip-flop cells after synthesis, the most frequent one is sky130_fd_sc_hd__dfrtp_1.
- Yosys stat counts 474 cells in the synthesized netlist.
- In this run, synthesis inferred 0 flip-flops with an integrated enable.
- Post-Synthesis Mean Instance Area :: 9.11 um^2
- Yosys mapped the design onto 63 distinct sky130hd cell types.
- Number of standard cells after synthesis :: 474
- The synthesis report lists the Yosys warning total as 1.
- Per Yosys stat, the portion of area used by sequential elements is 18.5%.
- For this run, asynchronously set or reset flops after synthesis account for 100%.

** Worst setup path
- Dominant delay contributor by cell family on the critical path :: AND-OR/OR-AND gates
- Critical path peak fanout :: 5
- Critical path startpoint category :: primary input
- For flop-to-flop paths, the worst setup slack is 8.29 ns.
- Worst R2R Path Depth :: 13
- STA puts the critical path data arrival time at 6.32 ns.
- The worst register-to-register path ends at Address[25].
- The longest incremental delay of any stage on the critical path is reported as 0.66 ns.
- The worst setup path is captured at a primary output.
- Slowest cell on the critical path :: sky130_fd_sc_hd__a211oi_1
- Critical-path cell list :: clkdlybuf4s50_1 -> ha_1 -> nand3_1 -> a211oi_1 -> o2111ai_1 -> a211oi_1 -> a21oi_1 -> o311ai_0 -> mux2i_1 -> nor2_1 -> clkdlybuf4s50_1
- Data required time at the worst endpoint :: 10.40 ns
- The critical path in this run is classified as in -> out.
- Looking at the reg2reg group, the worst path starts from Address[8].
- Worst path bufs/invs :: 2

** Floorplanning
- The die is 94.9 um tall.
- Per the OpenROAD floorplan log, the area of the die is 9010 um^2.
- The core region is 8300 um^2.
- Number of placed I/O pins :: 185
- For reference, the placement row count at floorplan is 33.
- Once the floorplan was initialized, standard cells occupied 52.0% of the core.
- From left edge to right edge, the die measures 94.9 um.

** Pwr
- Per the summary, power density relative to cell area is 189 nW/um^2.
- Total power after layout :: 1.18 mW
- Pleak :: 2.60 nW
- Maximum VDD drop :: 0.115 mV

** Cells and area
- Signed area change from the synthesized netlist to the final layout :: 45.4%
- The layout stage reports a final design area of 6280 um^2.
- The post-route netlist has 11.8% of its cells at a drive strength greater than 1.
- The largest registers in the layout are Address: 32 flops.
- Most flops, register :: Address
- Highest-count cells in the layout ignoring fill and taps :: 181 x sky130_fd_sc_hd__clkdlybuf4s50_1, 36 x sky130_fd_sc_hd__nand2_1, 36 x sky130_fd_sc_hd__ha_1
- The register with the most flip-flops in the layout has 32 of them.
- Filler cells :: 544
- Per the cell usage report, the commonest logic cell in the layout is sky130_fd_sc_hd__clkdlybuf4s50_1.

** Timing
- Smallest hold slack :: 0.577 ns
- The worst path in the final design needs a cycle of 8.92 ns, including I/O delays and setup.
- F_max :: 0.112 GHz
- Dividing the final minimum period by the clock period gives 68.6%.
- Measured slew at the worst slew-check pin :: 0.729 ns
- Setup-violating endpoint count in the final report :: 0
- Worst max-slew margin expressed relative to the limit :: 51.1%
- For the final database, setup skew stands at 0.00900 ns.
- PnR worst setup slack :: 4.08 ns
- After routing, the total negative slack on setup checks comes to 0 ns.
- Per the final report, max-transition violations number 0.
- Fin. Hold Viols :: 0
- RSZ-0062 raised after global routing :: false

** Clock tree
- Number of resized instances in the post-cts repair step :: 0
- After clock tree synthesis, the setup repair step added 0 buffers.
- Clock-pin transition on the worst setup and hold timing paths :: 0.08 ns
- Number of sinks driven by the clock tree :: 32
- Number of buffers on the longest clock path :: 2
- In this run the number of H-tree levels came out at 2.
- Number of hold-repair buffers added at the cts stage :: 0
- The tree is rooted in a sky130_fd_sc_hd__clkbuf_8.
- Number of buffers created by CTS :: 5
- TritonCTS clock tree :: done
- The later pin in the worst-skew pair is clocked with a latency of 0.30 ns.

** Job
- Tally of max-capacitance violations :: 0
- Warning total across the stage logs :: 32

** GRT
- Remaining global-route overflow :: 0
- The number of global-route vias before repair came to 4496.
- Largest net degree at the start of global routing :: 41
- Gr usage total :: 33.4%
- Wire length of the first global-routing pass :: 22400 um
- Initial antenna violation count :: 0

** Placement
- Number of I/O port buffers :: 184
- RePlAce ended its routability-driven mode at a weighted congestion of 0.971.
- Minimum setup slack after placement :: 4.17 ns
- Summed over all nets, the half-perimeter wirelength after detailed placement is 11200 um.
- Per the detailed placement report, the placed cell area equals 6190 um^2.

** Routing
- Vias :: 4548
- Post-detailed-route count of antenna-violating nets :: 0
- Drt wl/cell :: 19.1 um
- Diodes inserted :: 0
- DR DRC count :: 0
- Number of detailed-routing iterations run before antenna repair :: 4
- Total wire length after detailed routing :: 14300 um
- Via density per instance :: 6.07
- Starting DRT DRC Count :: 197

** Min path
- Along the worst hold path, the cell count comes to 1.
- Worst hold path type :: reg -> reg
- Looking at the hold checks, the worst path lands on Address[1].
- The startpoint identified for the worst hold timing path is Address[1].

** Outcome
- The flow ran to the end, and the final reports show no timing, DRC or antenna violations.
## routing by layer
metal	wire, um	up-vias	GRT usage (%)
li1	-	2142	-
met1	5920	2173	44.5
met2	6950	214	56.5
met3	1240	19	8.74
met4	201	0	5.81
met5	0	-	0
## final cells by class
type | count | area, um^2 | share of cell area (%)
repair buffers | 189 | 1860 | 29.7
multi-input cells | 406 | 3360 | 53.5
inverters | 9 | 33.8 | 0.538
well taps | 105 | 131 | 2.09
flip-flops and latches | 32 | 801 | 12.8
clock inverters | 2 | 10.0 | 0.159
clock buffers | 6 | 82.6 | 1.32
## Yosys cell counts, types with 3 or more instances
| cell type | count | area, um^2 |
|---|---|---|
| sky130_fd_sc_hd__a211oi_1 | 8 | 60.1 |
| sky130_fd_sc_hd__a21boi_0 | 3 | 22.5 |
| sky130_fd_sc_hd__a21o_1 | 18 | 135 |
| sky130_fd_sc_hd__a21oi_1 | 32 | 160 |
| sky130_fd_sc_hd__a31oi_1 | 4 | 25.0 |
| sky130_fd_sc_hd__and2_1 | 7 | 43.8 |
| sky130_fd_sc_hd__and3_1 | 5 | 31.3 |
| sky130_fd_sc_hd__and4_1 | 11 | 96.3 |
| sky130_fd_sc_hd__buf_1 | 4 | 15.0 |
| sky130_fd_sc_hd__buf_4 | 6 | 45.0 |
| sky130_fd_sc_hd__clkbuf_1 | 14 | 52.6 |
| sky130_fd_sc_hd__dfrtp_1 | 32 | 801 |
| sky130_fd_sc_hd__ha_1 | 36 | 450 |
| sky130_fd_sc_hd__inv_1 | 9 | 33.8 |
| sky130_fd_sc_hd__mux2_2 | 26 | 293 |
| sky130_fd_sc_hd__mux2i_1 | 11 | 110 |
| sky130_fd_sc_hd__mux4_2 | 22 | 495 |
| sky130_fd_sc_hd__nand2_1 | 36 | 135 |
| sky130_fd_sc_hd__nand3_1 | 15 | 75.1 |
| sky130_fd_sc_hd__nand4_1 | 10 | 62.6 |
| sky130_fd_sc_hd__nor2_1 | 32 | 120 |
| sky130_fd_sc_hd__nor2b_1 | 6 | 37.5 |
| sky130_fd_sc_hd__nor3_1 | 3 | 15.0 |
| sky130_fd_sc_hd__o21a_1 | 5 | 37.5 |
| sky130_fd_sc_hd__o21ai_0 | 21 | 105 |
| sky130_fd_sc_hd__o21bai_1 | 5 | 37.5 |
| sky130_fd_sc_hd__or2_2 | 3 | 18.8 |
| sky130_fd_sc_hd__or3_1 | 4 | 25.0 |
| sky130_fd_sc_hd__xnor2_1 | 26 | 228 |
| sky130_fd_sc_hd__xor2_1 | 20 | 175 |
## how the worst max path moves through the flow
stage | endpoint | slack, ns | depth (start not counted) | startpoint
after CTS | nextPC[29] | 4.13 | 11 | Immediate[6]
after global routing | nextPC[29] | 3.85 | 11 | Immediate[6]
final | nextPC[29] | 4.08 | 11 | Immediate[6]
## cells by family after synthesis
family          synth area share (%)
fa+ha+maj                       10.9
buf+inv                         3.74
xor+xnor                        9.70
flops                           18.5
mux                             21.4
compound gates                  18.0
simple gates                    17.7
## power by group
group	total (mW)	switching, mW	internal (mW)
combinational	0.887	0.377	0.510
clock	0.0871	0.0447	0.0424
sequential	0.210	0.0706	0.140
## metrics by stage
step | std cells | utilization (%)
floorplan | 474 | -
global placement | 741 | 74.6
detailed placement | 741 | 74.6
CTS | 749 | 75.7
global route | 749 | 75.7
finish | 749 | 75.7
Power and IR drop assume default switching activity.
